### flow/config.mk
export PLATFORM = sky130hd
export DESIGN_NAME = addr_control
export DESIGN_NICKNAME = addr_control
export VERILOG_FILES = /design/flow/design.v
export SDC_FILE = /design/flow/constraint.sdc
export NUM_CORES = 4
export LEC_CHECK = 1
export CORE_AREA = 10 10 70 70
export DIE_AREA = 0 0 80 80
### flow/run.sh
#!/bin/bash
# OpenROAD 26Q1-2900-gdf79404cd8, Yosys 0.63+post, stock flow scripts
make -C /OpenROAD-flow-scripts/flow DESIGN_CONFIG=/design/flow/config.mk WORK_HOME=/design/flow/orfs finish
### flow/design.v
`timescale 1ns / 1ps
module memory_top(
    input clk,           
    input [15:0] sw,     
    input btnC,          
    input btnU,          
    input btnD,          
    input btnL,          
    input btnR,          
    output [3:0] an,     
    output [6:0] seg,    
    output dp,           
    output [15:0] led    
    );
    wire [15:0] Ibus_data;                
    wire [15:0] Obus_data;                
    wire [15:0] op_data;                  
    wire disp_ID_ODb;                     
    wire [15:0] disp_data;                
    wire left, center, right, up, down;   
    wire [3:0] addr;                      
    sseg_x4_top disp (.clk(clk), .btnC(1'b0), .sw(disp_data), .seg(seg), .an(an), .dp(dp));
    memory IM (.we(WE_IM), .oe(OE_IM), .clk(clk), .data(Ibus_data), .addr(addr));
    memory OM (.we(WE_OM), .oe(OE_OM), .clk(clk), .data(Obus_data), .addr(addr));
    debounce_buttons bdb (.clk(clk), .btnL(btnL), .btnC(btnC), .btnR(btnR), .btnU(btnU), .btnD(btnD), 
                          .left(left), .center(center), .right(right), .up(up), .down(down));
    IO_control IOcont (.clk(clk), .left(left), .center(center), .right(right), .disp_ID_ODb(disp_ID_ODb), 
                       .WE_IM(WE_IM), .WE_OM(WE_OM), .OE_sw(OE_sw), .OE_IM(OE_IM), .OE_op(OE_op), .OE_OM(OE_OM));
    addr_control addrcont(.clk(clk), .center(center), .right(right), .up(up), .down(down), .addr(addr));
    assign Ibus_data = OE_sw ? sw : 16'hZZZZ;     
    assign Obus_data = OE_op ? op_data : 16'hZZZZ;  
    assign op_data = {8'h00, Ibus_data[15:8]} + {8'h00, Ibus_data[7:0]};   
    assign disp_data = disp_ID_ODb ? Ibus_data : Obus_data;
    assign led[7:0] = {4'b0000, addr};  
    assign led[15:8] = {disp_ID_ODb, 1'b0, WE_IM, WE_OM, OE_sw, OE_IM, OE_op, OE_OM}; 
endmodule
module debounce_buttons (
     input clk,
     input btnL, btnC, btnR, btnU, btnD,
     output left, center, right, up, down
     );   
     wire clk_deb;
    debounce_div div1  (.clk(clk), .clk_deb(clk_deb));
    btn_debounce u_btn (.clk(clk_deb), .btn_in(btnU), .btn_status(up));
    btn_debounce d_btn (.clk(clk_deb), .btn_in(btnD), .btn_status(down));
    btn_debounce l_btn (.clk(clk_deb), .btn_in(btnL), .btn_status(left));
    btn_debounce r_btn (.clk(clk_deb), .btn_in(btnR), .btn_status(right));
    btn_debounce c_btn (.clk(clk_deb), .btn_in(btnC), .btn_status(center));  
endmodule
module IO_control (
    input clk, left, center, right,
    output reg disp_ID_ODb, WE_IM, WE_OM, OE_sw, OE_IM, OE_op, OE_OM);
    always @ (*)   
    case ({left, center, right})
    3'b000: {WE_IM, WE_OM, OE_sw, OE_IM, OE_op, OE_OM} = 6'b00_01_01;
    3'b001: {WE_IM, WE_OM, OE_sw, OE_IM, OE_op, OE_OM} = 6'b00_01_10;
    3'b010: {WE_IM, WE_OM, OE_sw, OE_IM, OE_op, OE_OM} = 6'b00_01_01;
    3'b011: {WE_IM, WE_OM, OE_sw, OE_IM, OE_op, OE_OM} = 6'b01_01_10;
    3'b100: {WE_IM, WE_OM, OE_sw, OE_IM, OE_op, OE_OM} = 6'b00_10_01;
    3'b101: {WE_IM, WE_OM, OE_sw, OE_IM, OE_op, OE_OM} = 6'b01_10_10;
    3'b110: {WE_IM, WE_OM, OE_sw, OE_IM, OE_op, OE_OM} = 6'b10_10_01;
    3'b111: {WE_IM, WE_OM, OE_sw, OE_IM, OE_op, OE_OM} = 6'b00_10_10;
    endcase
    always @ (posedge clk, posedge right, posedge left)  
      if (right) 
          disp_ID_ODb <= 1'b0;
      else if (left) 
          disp_ID_ODb <= 1'b1;
      else
          disp_ID_ODb <= disp_ID_ODb;
endmodule    
module addr_control (
    input clk, center, right, up, down,
    output reg [3:0] addr);
    wire auto_inc_addr, inc_addr_pulse, dec_addr_pulse, rst_addr;
    create_pulse_from_step inc (.clk(clk), .step(up), .pulse(inc_addr_pulse));
    create_pulse_from_step dec (.clk(clk), .step(down), .pulse(dec_addr_pulse)); 
    assign auto_inc_addr = center && right;
    assign rst_addr = up && down;
    initial addr = 4'h0;    
    always @ (posedge clk)
    begin
        if (rst_addr) addr <= 4'h0;
        else if (dec_addr_pulse && (addr > 4'h0)) addr <= addr - 1;
        else if ((inc_addr_pulse || auto_inc_addr) && (addr < 4'hF)) addr <= addr + 1;
        else addr <= addr;
    end
endmodule     
module create_pulse_from_step (
     input clk,
     input step,
     output pulse  
     );
     reg step_tm1, step_tm2;
     initial step_tm1 = 1'b0;
     initial step_tm2 = 1'b0;
     always @ (posedge clk) 
     begin
       step_tm1 <= step;
       step_tm2 <= step_tm1;
     end
     assign pulse = step_tm1 && !step_tm2;
endmodule
### flow/constraint.sdc
current_design addr_control

set clk_period 1.7
set clk_io_pct 0.2

create_clock -name clk0 -period $clk_period [get_ports {clk}]

set non_clock_inputs [all_inputs -no_clocks]
set_input_delay [expr $clk_period * $clk_io_pct] -clock clk0 $non_clock_inputs
set_output_delay [expr $clk_period * $clk_io_pct] -clock clk0 [all_outputs]
==> summary.txt <==
status -> completed
Clk Latency, worst-skew pair -> 250 ps
yosys warns -> 4
GRT Total Usage -> 0.0358
Post-synth top cells -> 8 x dfxtp_1, 3 x a21oi_1, 3 x nand3_1, 3 x nor3_2
Top Ports -> 9
Max-area cell share -> 0.352
pwr/cell area -> 1380 mW/mm^2
CTS Buf Count -> 3
layout cells sized above 1 -> 0.500
worst setup path category -> reg -> reg
WL per Instance -> 9.66 um
max-slew violations -> 0
Post-Syn Area per Cell -> 10.4 um^2
Adder Share, Synth -> 0.0989
DR vias/cell -> 3.66
Commonest flop -> dfxtp_1
Most Crowded Layer GR -> met2
GRT overflow -> 0
Crit Reg-Reg Startpoint -> addr[0]
chip area -> 0.00640 mm^2
Critical Path Start Type -> flip-flop
met3 Use GR -> 0.0205
pre-CTS setup slack -> -81.2 ps
Slew headroom -> 0.778
Routed Antenna Nets -> 0
Setup crit end kind -> flip-flop
RSZ-0062 raised after global routing -> true
Final Cycle Share -> 0.998
GR Layer Usage met1 -> 0.0492
Reg clk slew, reported paths -> 50 ps
Log Warnings -> 28
largest net degree at the start of global routing -> 6
xor/xnor share -> 0.0192
Leak -> 0.288 nW
worst hold slack -> 348 ps
Fin. Hold Viols -> 0
Port Buf Inserts -> 8
Synth cell types -> 27
mapped cell area -> 455 um^2
clock buffer depth -> 2
final setup fails -> 0
yosys cell count -> 44
worst hold path class -> reg -> reg
vias after detailed routing -> 410
# DRC -> 0
DRT Pass-1 Iters -> 4
max cap viols -> 0
final worst slack -> 2.72 ps
first-pass GRT wire length -> 1860 um
Core Rows -> 21
number of global-route vias before repair -> 420
area grow syn2layout -> 69.0%
dominant cell type by area after synthesis -> dfxtp_1
mux frac, synth -> 0
Post-synth ARST share -> 0
number of diodes -> 0
CTS Sinks -> 8
CTS root buffer -> clkbuf_4
DRT Wirelength -> 1080 um
Peak VDD IR -> 0.703 mV
main logic family after synthesis -> simple AND/OR/NAND/NOR gates
initial DRC count -> 4
core box area -> 0.00342 mm^2
CP required -> 1830 ps
hold path start -> inc.step_tm1
htree depth -> 1
Pre-Place Util -> 0.133
Tmin final -> 1700 ps
CTS tree -> built
Layout Utilization -> 0.225
most common cell in the synthesized netlist -> dfxtp_1
initial antenna violation count -> 0
Mapped Cells -> 44
yosys simple share -> 0.247
Post-synth seq share -> 0.352
Die H -> 80 um
aoi share -> 0.228
CP Launch Point -> addr[0]
maximum fanout along the worst path -> 3
Global Route met2 Usage -> 0.0498
Area contributors post-synth -> dfxtp_1 35%, nor3_2 6.6%, ha_1 5.5%
EDFF count, synth -> 0
Clock Skews -> 5.55 ps
die width -> 80 um
Worst EP arrival -> 1830 ps
power consumption -> 0.00106 W
yosys stat area -> 455 um^2
flops out of synthesis -> 8
RD Place Congestion -> 0.747
Max Clock Freq -> 589 MHz
worst-margin pin slew -> 330 ps
state kept, by name, summed over array words and instances, names as in the netlist:
| name | cells |
|---|---|
| addr | 4 |
| dec.step_tm1 | 1 |
| dec.step_tm2 | 1 |
| inc.step_tm1 | 1 |
| inc.step_tm2 | 1 |
worst max-delay path, cell delays in order, from the launching register on:
cell and delay, ps:
dfxtp_2 330, nor4_4 280, or2_4 190, inv_6 40
ha_4 290, nand3_4 80, o2111a_1 150, a41oi_2 140
nand3_1 90
area by class of cell:
| class | count | area [um^2] |
|---|---|---|
| Timing Repair Buffer | 20 | 170 |
| Multi-Input combinational cell | 32 | 340 |
| Fill cell | 373 | 2650 |
| Sequential cell | 8 | 163 |
| Tap cell | 46 | 57.6 |
| Clock buffer | 3 | 22.5 |
| Inverter | 3 | 16.3 |
routing by layer:
layer | vias to the layer above | part of all wire
met5 | - | 0
li1 | 207 | -
met3 | 2 | 0.068
met2 | 12 | 0.40
met1 | 189 | 0.52
met4 | 0 | 0.0037
timing repair:
action | CTS | global route
pin swaps | 5 | 5
resized | 5 | 1
hold buffers | 0 | 0
buffers inserted | 3 | 0
endpoints found under the setup margin | 2 | 3
final timing paths:
check | endpoint | slack, ps | cells past startpoint
max | addr[3] | 3 | 8
min | inc.step_tm2 | 350 | 0
max reg2reg | addr[3] | 3 | 8
min reg2reg | inc.step_tm2 | 350 | 0
report_power, final:
group          leakage [nW]  internal [W]  switching [W]  total, W
logic                 0.206      0.000373       0.000271  0.000643
clock network        0.0138     0.0000804      0.0000588  0.000139
registers            0.0676      0.000236      0.0000404  0.000276
stage by stage:
step	cell area, um^2	std cells	TNS (ps)
3_3_place_gp	688	106	-32.0
5_1_grt	769	112	-95.2
4_1_cts	762	112	-1.55
3_5_place_dp	688	106	-81.2
6_report	769	112	0
2_1_floorplan	494	44	-72.1
logic make-up after synthesis:
logic type      after synthesis
flops                         8
simple gates                 17
xor+xnor                      1
buf+inv                       4
fa+ha+maj                     3
compound gates               11
placed cells by master, fill, tap and decap left out, types with 2 or more instances in the layout:
master	n
inv_1	2
clkbuf_4	3
buf_4	12
nand4_1	2
a21oi_1	2
clkdlybuf4s50_1	8
ha_4	2
dfxtp_1	6
nand2_1	2
dfxtp_2	2
nand3_1	2
nor3_2	3
Power and IR drop assume default switching activity.
