--- design/flow/design.v ---
`timescale 1ns / 1ps
module memory(
  input wire oe, we, clk,
  input wire [3:0] addr,
  inout wire [15:0] data
  ); 
  reg [15:0] mem [15:0];
  assign data = (oe && !we) ? mem[addr]:16'hzzzz;  
  always@(posedge clk)  
  begin 
    if (we) mem[addr] <= data; 
  end 
endmodule 
--- design/flow/run.sh ---
#!/bin/bash
# OpenROAD 26Q1-2900-gdf79404cd8, Yosys 0.63+post, stock flow scripts
make -C /OpenROAD-flow-scripts/flow DESIGN_CONFIG=/design/flow/config.mk WORK_HOME=/design/flow/orfs finish
--- design/flow/config.mk ---
export PLATFORM = sky130hd
export DESIGN_NAME = memory
export DESIGN_NICKNAME = memory
export VERILOG_FILES = /design/flow/design.v
export SDC_FILE = /design/flow/constraint.sdc
export NUM_CORES = 4
export LEC_CHECK = 1
export CORE_UTILIZATION = 50
--- design/flow/constraint.sdc ---
current_design memory

set clk_period 2.7
set clk_io_pct 0.2

create_clock -name clk0 -period $clk_period [get_ports {clk}]

set non_clock_inputs [all_inputs -no_clocks]
set_input_delay [expr $clk_period * $clk_io_pct] -clock clk0 $non_clock_inputs
set_output_delay [expr $clk_period * $clk_io_pct] -clock clk0 [all_outputs]
==> reports/qor.txt <==
Row count - 50
Synth warnings - 2
Die x size - 141 microns
Hpwl dp - 11500 microns
CTS Buf Count - 25
Post-synth regs - 256
Count of hold-fix buffers inserted at cts - 0
Final RePlAce weighted congestion - 0.833
Gates resized, CTS repair - 1
Failed at - 4_1_cts
Cell area after synthesis - 0.00970 sq mm
Htree depth - 1
First Err - [error] [KeplerFormal.cpp:679] Workflow failed: Iso has multiple drivers: .data0, _277_.Y0
Sink Count - 256
Die y size - 141 microns
Yosys Instances - 418
DP Area - 0.0106 sq mm
Initial core utilization - 51.4%
Syn Area/Cell - 23.2 sq um
I/O pins - 23
Synth Instances - 418
Seq/Total Area, Yosys - 79.2%
Post-synth cell types - 17
Post-CTS Setup Inserts - 0
Yosys stat area - 0.00970 sq mm
Root Buffer - clkbuf_16
IO buf count - 5
Longest Clk Path Bufs - 3
Status - did not finish
metrics by stage:
stage / hold slack, ns / worst slack, ns / std cells
after floorplan: 0.721 / 0.105 / 418
after global placement: 0.671 / -0.00544 / 731
after detailed placement: 0.662 / -0.00174 / 731
synthesized netlist by cell type:
master,number,area [sq um]
a22oi_1,32,240
and2_1,1,6.26
buf_2,2,10.0
buf_4,2,15.0
buf_6,5,56.3
clkbuf_1,14,52.6
edfxtp_1,256,7690
mux4_1,2,52.6
mux4_2,62,1400
nand2_1,17,63.8
nand2b_1,2,12.5
nand3_1,1,5.00
nand3b_1,2,15.0
nor2_1,13,48.8
nor2b_1,2,12.5
nor3_1,4,20.0
or3b_2,1,8.76
cell families after synthesis:
kind of cell	Yosys count	synth area share, %
AOI/OAI and AO/OA	32	2.48
muxes	64	14.9
and+or+nand+nor	43	1.99
DFF	256	79.2
buffers and inverters	23	1.38
