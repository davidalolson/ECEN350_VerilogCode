## flow/config.mk

```make
export PLATFORM = sky130hd
export DESIGN_NAME = debounce_buttons
export DESIGN_NICKNAME = debounce_buttons
export VERILOG_FILES = /design/flow/design.v
export SDC_FILE = /design/flow/constraint.sdc
export NUM_CORES = 4
export LEC_CHECK = 1
export CORE_UTILIZATION = 30
```

## flow/run.sh

```bash
#!/bin/bash
# OpenROAD 26Q1-2900-gdf79404cd8, Yosys 0.63+post, stock flow scripts
make -C /OpenROAD-flow-scripts/flow DESIGN_CONFIG=/design/flow/config.mk WORK_HOME=/design/flow/orfs finish
```

## flow/design.v

```verilog
`timescale 1ns / 1ps
module btn_debounce(
    input clk,
    input btn_in,
    output wire btn_status
    );
    reg [19:0] btn_shift;
    always @ (posedge clk)
        btn_shift <= {btn_shift[18:0], btn_in};
    assign btn_status = &btn_shift;
endmodule
`timescale 1ns / 1ps
module debounce_div(
    input clk,
    output clk_deb
    );
    reg [15:0] cnt;
    assign clk_deb = cnt[15];
    initial cnt = 0;
    always @(posedge clk)
        cnt <= cnt + 1;
endmodule
`timescale 1ns / 1ps
module memory_top(
    input clk,           
    input [15:0] sw,     
    input btnC,          
    input btnU,          
    input btnD,          
    input btnL,          
    input btnR,          
    output [3:0] an,     
    output [6:0] seg,    
    output dp,           
    output [15:0] led    
    );
    wire [15:0] Ibus_data;                
    wire [15:0] Obus_data;                
    wire [15:0] op_data;                  
    wire disp_ID_ODb;                     
    wire [15:0] disp_data;                
    wire left, center, right, up, down;   
    wire [3:0] addr;                      
    sseg_x4_top disp (.clk(clk), .btnC(1'b0), .sw(disp_data), .seg(seg), .an(an), .dp(dp));
    memory IM (.we(WE_IM), .oe(OE_IM), .clk(clk), .data(Ibus_data), .addr(addr));
    memory OM (.we(WE_OM), .oe(OE_OM), .clk(clk), .data(Obus_data), .addr(addr));
    debounce_buttons bdb (.clk(clk), .btnL(btnL), .btnC(btnC), .btnR(btnR), .btnU(btnU), .btnD(btnD), 
                          .left(left), .center(center), .right(right), .up(up), .down(down));
    IO_control IOcont (.clk(clk), .left(left), .center(center), .right(right), .disp_ID_ODb(disp_ID_ODb), 
                       .WE_IM(WE_IM), .WE_OM(WE_OM), .OE_sw(OE_sw), .OE_IM(OE_IM), .OE_op(OE_op), .OE_OM(OE_OM));
    addr_control addrcont(.clk(clk), .center(center), .right(right), .up(up), .down(down), .addr(addr));
    assign Ibus_data = OE_sw ? sw : 16'hZZZZ;     
    assign Obus_data = OE_op ? op_data : 16'hZZZZ;  
    assign op_data = {8'h00, Ibus_data[15:8]} + {8'h00, Ibus_data[7:0]};   
    assign disp_data = disp_ID_ODb ? Ibus_data : Obus_data;
    assign led[7:0] = {4'b0000, addr};  
    assign led[15:8] = {disp_ID_ODb, 1'b0, WE_IM, WE_OM, OE_sw, OE_IM, OE_op, OE_OM}; 
endmodule
module debounce_buttons (
     input clk,
     input btnL, btnC, btnR, btnU, btnD,
     output left, center, right, up, down
     );   
     wire clk_deb;
    debounce_div div1  (.clk(clk), .clk_deb(clk_deb));
    btn_debounce u_btn (.clk(clk_deb), .btn_in(btnU), .btn_status(up));
    btn_debounce d_btn (.clk(clk_deb), .btn_in(btnD), .btn_status(down));
    btn_debounce l_btn (.clk(clk_deb), .btn_in(btnL), .btn_status(left));
    btn_debounce r_btn (.clk(clk_deb), .btn_in(btnR), .btn_status(right));
    btn_debounce c_btn (.clk(clk_deb), .btn_in(btnC), .btn_status(center));  
endmodule
module IO_control (
    input clk, left, center, right,
    output reg disp_ID_ODb, WE_IM, WE_OM, OE_sw, OE_IM, OE_op, OE_OM);
    always @ (*)   
    case ({left, center, right})
    3'b000: {WE_IM, WE_OM, OE_sw, OE_IM, OE_op, OE_OM} = 6'b00_01_01;
    3'b001: {WE_IM, WE_OM, OE_sw, OE_IM, OE_op, OE_OM} = 6'b00_01_10;
    3'b010: {WE_IM, WE_OM, OE_sw, OE_IM, OE_op, OE_OM} = 6'b00_01_01;
    3'b011: {WE_IM, WE_OM, OE_sw, OE_IM, OE_op, OE_OM} = 6'b01_01_10;
    3'b100: {WE_IM, WE_OM, OE_sw, OE_IM, OE_op, OE_OM} = 6'b00_10_01;
    3'b101: {WE_IM, WE_OM, OE_sw, OE_IM, OE_op, OE_OM} = 6'b01_10_10;
    3'b110: {WE_IM, WE_OM, OE_sw, OE_IM, OE_op, OE_OM} = 6'b10_10_01;
    3'b111: {WE_IM, WE_OM, OE_sw, OE_IM, OE_op, OE_OM} = 6'b00_10_10;
    endcase
    always @ (posedge clk, posedge right, posedge left)  
      if (right) 
          disp_ID_ODb <= 1'b0;
      else if (left) 
          disp_ID_ODb <= 1'b1;
      else
          disp_ID_ODb <= disp_ID_ODb;
endmodule    
module addr_control (
    input clk, center, right, up, down,
    output reg [3:0] addr);
    wire auto_inc_addr, inc_addr_pulse, dec_addr_pulse, rst_addr;
    create_pulse_from_step inc (.clk(clk), .step(up), .pulse(inc_addr_pulse));
    create_pulse_from_step dec (.clk(clk), .step(down), .pulse(dec_addr_pulse)); 
    assign auto_inc_addr = center && right;
    assign rst_addr = up && down;
    initial addr = 4'h0;    
    always @ (posedge clk)
    begin
        if (rst_addr) addr <= 4'h0;
        else if (dec_addr_pulse && (addr > 4'h0)) addr <= addr - 1;
        else if ((inc_addr_pulse || auto_inc_addr) && (addr < 4'hF)) addr <= addr + 1;
        else addr <= addr;
    end
endmodule     
module create_pulse_from_step (
     input clk,
     input step,
     output pulse  
     );
     reg step_tm1, step_tm2;
     initial step_tm1 = 1'b0;
     initial step_tm2 = 1'b0;
     always @ (posedge clk) 
     begin
       step_tm1 <= step;
       step_tm2 <= step_tm1;
     end
     assign pulse = step_tm1 && !step_tm2;
endmodule
```

## flow/constraint.sdc

```tcl
current_design debounce_buttons

set clk_period 3.9
set clk_io_pct 0.2

create_clock -name clk0 -period $clk_period [get_ports {clk}]

set non_clock_inputs [all_inputs -no_clocks]
set_input_delay [expr $clk_period * $clk_io_pct] -clock clk0 $non_clock_inputs
set_output_delay [expr $clk_period * $clk_io_pct] -clock clk0 [all_outputs]
```

==> flow_summary.json <==
{
  "transition_time_at_the_pin_with_the_least_slew_margin_ns": 0.7243,
  "io_pins": 11,
  "postSynthAreaPerCell_um2": 14.75,
  "share_seq_of_total_power": 0.573,
  "switching_power_share_of_the_total": 0.1732,
  "post-cts-setup-buffers": 0,
  "end_kind": "flop",
  "setup_total_negative_slack_ns": 0,
  "grt_pass1_wl_um": 5271,
  "ys_top_cells_by_area": "dfxtp_1 82%, nand4_1 5.7%, xor2_1 3.1%, nor3_1 1.6%, nor4_2 1.3%",
  "yosys.stat.seqShare": 0.8158,
  "yosys.cell_types.count": 14,
  "slew_violations": 0,
  "holdCritStartpoint": "div1.cnt[15]",
  "post_cts_hold_buffers": 0,
  "rsz0062_at_grt": "false",
  "final_antenna_net_count": 0,
  "count_of_flip_flops_with_a_built_in_enable_after_synthesis": 0,
  "outcome": "finished clean",
  "total_standard_cell_area_after_synthesis_um2": 2846,
  "design.die.area_um2": 9881,
  "cts_max_path_buffers": 2,
  "power.static_leakage_uw": 0.001216,
  "remaining_drc_errors": 0,
  "gr-total-overflow": 0,
  "core.rowCount": 35,
  "timing.final.crit_share": 0.3216,
  "inserted_clock_buffers": 3,
  "max_clock_freq_ghz": 0.7973,
  "final_cell_count_no_fill": 318,
  "power.combinational.fraction": 0.017,
  "placed_cells": 315,
  "die_width_um": 99.41,
  "async_reset_ff_frac": 0,
  "clock_tree_from_tritoncts": "done",
  "die_height_um": 99.41,
  "startpoint": "div1.cnt[0]",
  "timing.rr.start": "div1.cnt[0]",
  "timing.critical_path.required_ns": 4.08,
  "finalWorstPathRequiredPeriod_ns": 1.254,
  "grt_pass1_vias": 1222,
  "dp_hpwl_um": 2134,
  "critical_path.startpoint_type": "flop",
  "p_clk_frac": 0.410,
  "utilization": 0.3410,
  "count_of_buffer_and_inverter_cells_on_the_critical_path": 0,
  "untimed_endpoints": 105,
  "internal-power_uw": 236.3,
  "place.port_buffers": 10,
  "initial_core_util": 0.3095,
  "critPathSlowestCell": "dfxtp_1",
  "clockRootBuffer": "clkbuf_8",
  "crit_type": "flop to flop",
  "yosysTopAreaCellShare": 0.8158,
  "grt.total_usage": 0.06516,
  "layout-drive-gt1-share": 0.05314,
  "top_post_synthesis_cells_by_count": "116 x dfxtp_1, 26 x nand4_1, 10 x xor2_1",
  "syn_inst": 193,
  "route.vias.total": 1295,
  "cellPowerDensity_nw_per_um2": 91.16,
  "routed_wl_um": 3006,
  "drt_pass1_iterations": 2,
  "yosys_warnings": 4,
  "antenna_found_initial": 0,
  "cts.repair.resized": 0,
  "p_switching_uw": 49.51,
  "area_growth_pct": 10.15,
  "slowest_delay_ns": 0.38,
  "fp.coreArea_um2": 9196,
  "log.warning_count": 27,
  "worst-path-max-fanout": 4,
  "yosys_cells": 193,
  "yosys.area.top_type": "dfxtp_1",
  "gp_congestion": 0.7373,
  "largest_net_degree_at_the_start_of_global_routing": 101,
  "ff_type": "dfxtp_1",
  "worst_skew_pair.late_latency_ns": 0.24,
  "timing.final.setup_violations": 0,
  "antenna_cells": 0,
  "routed_length_per_placed_instance_um": 9.453,
  "synth_flop_count": 116,
  "worst_setup_hold_path_clk_slew_ns": 0.06,
  "critical_path.cell_chain": "ha_1 > nand4_1 > nor3_1 > xor2_1",
  "drt_iter0_markers": 34,
  "synth_top_cell_by_count": "dfxtp_1",
  "htree_levels": 1,
  "worst-endpoint-arrival_ns": 1.43,
  "critical-path-top-delay-family": "simple AND/OR/NAND/NOR gates",
  "detail_route.vias_per_cell": 4.072,
  "max-vdd-ir-drop_uv": 250.1,
  "max-cap-violations": 0,
  "max-slew-margin-rel": 0.5172,
  "finalHoldViolCount": 0,
  "register_pins_left_without_a_clock": 100,
  "hold_path.class": "flop to flop",
  "skew_ns": 0.003147,
  "synth.yosys.chip_area_um2": 2846
}
## layer usage
metal / up-vias / share of wire / global-route usage
met5: - / 0 / 0
met4: 0 / 0 / 0.001131
met3: 0 / 0.018 / 0.007148
met2: 8 / 0.38 / 0.09615
met1: 587 / 0.60 / 0.1128
li1: 700 / - / -
## per-stage QoR
| step | instance area (um^2) | setup WS, ns | hold WS, ns | total power, uW |
|---|---|---|---|---|
| global route | 3136 | 2.504 | 0.4488 | 296.9 |
| detailed placement | 3094 | 2.654 | 0.4107 | 172.1 |
| global placement | 3094 | 2.672 | 0.4028 | 172.1 |
| finish | 3136 | 2.646 | 0.4273 | 285.8 |
| floorplan | 2846 | 2.082 | 0.3926 | 167.4 |
| CTS | 3136 | 2.625 | 0.4287 | 290.5 |
## sequential cells by signal (all words and copies together) (netlist names)
register         cells
u_btn.btn_shift     20
r_btn.btn_shift     20
l_btn.btn_shift     20
d_btn.btn_shift     20
c_btn.btn_shift     20
div1.cnt            16
## power groups by stage
stage,sequential [uW],combinational [uW],clock [uW]
final,164,4.83,117
after global routing,164,5.20,128
after CTS,164,4.94,122
## placed cells by master (no fill, tap or decap), types with 2 or more instances in the layout
cell type | netlist | layout
clkbuf_8 | 0 | 3
clkdlybuf4s50_1 | 0 | 10
dfxtp_1 | 116 | 115
inv_1 | 3 | 3
nand2_1 | 4 | 4
nand3_1 | 5 | 5
nand4_1 | 26 | 26
nand4_2 | 2 | 2
nor2_1 | 4 | 4
nor3_1 | 9 | 9
nor4_2 | 3 | 3
or3_1 | 5 | 5
xnor2_1 | 4 | 4
xor2_1 | 10 | 10
## final timing paths
| kind | slack [ns] | cells after the start | endpoint |
|---|---|---|---|
| setup / recovery | 2.65 | 4 | div1.cnt[10] |
| hold / removal | 0.43 | 1 | div1.cnt[15] |
| setup reg to reg | 2.65 | 4 | div1.cnt[10] |
| hold reg to reg | 0.43 | 1 | div1.cnt[15] |
## kinds of logic (layout without fill, tap and decap cells)
family,after synthesis,count (layout),synth area share
DFF,116,116,0.8158
and+or+nand+nor,59,59,0.1327
buffers and inverters,3,17,0.003956
xor gates and xnor gates,14,14,0.04307
adders and majority gates,1,1,0.004395
## area by class of cell
cell class                      instances  area (um^2)
Clock buffer                            3        41.29
Fill cell                             871         6061
Inverter                                3        11.26
Multi-Input combinational cell         74        513.0
Sequential cell                       116         2323
Tap cell                              111        138.9
Timing Repair Buffer                   11        107.6
Power and IR drop assume default switching activity.
